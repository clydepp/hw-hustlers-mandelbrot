<file path="./config.mk">
export PLATFORM = sky130hd
export DESIGN_NAME = depth_engine
export DESIGN_NICKNAME = depth_engine
export VERILOG_FILES = /design/flow/design.v
export SDC_FILE = /design/flow/constraint.sdc
export NUM_CORES = 4
export LEC_CHECK = 1
export CORE_UTILIZATION = 40
</file>
<file path="./constraint.sdc">
current_design depth_engine

set clk_period 36.6
set clk_io_pct 0.2

create_clock -name clk0 -period $clk_period [get_ports {sysclk}]

set non_clock_inputs [all_inputs -no_clocks]
set_input_delay [expr $clk_period * $clk_io_pct] -clock clk0 $non_clock_inputs
set_output_delay [expr $clk_period * $clk_io_pct] -clock clk0 [all_outputs]
</file>
<file path="./design.v">
module depth_engine #(
    parameter   FRAC = 28,
    parameter   WORD_LENGTH = 32
)(
    input logic              sysclk,
    input logic              start,          
    input logic              reset,
    input logic [9:0]        x,
    input logic [8:0]        y,
    input logic [9:0]        max_iter,
    input logic [WORD_LENGTH-1:0]       re_c,
    input logic [WORD_LENGTH-1:0]       im_c,
    output logic [9:0]       final_depth,
    output logic             done
);
typedef enum {
  IDLE,
  ITER_1,
  ITER_2,
  ITER_3,
  FINISHED,
  DONE_WAIT  
} my_states;
my_states current_state, next_state;
logic signed [WORD_LENGTH-1:0] re_z;
logic signed [WORD_LENGTH-1:0] im_z;
logic signed [2*WORD_LENGTH-1:0] re_z_2;
logic signed [2*WORD_LENGTH-1:0] im_z_2;
logic signed [2*WORD_LENGTH-1:0] cross_product;
logic [9:0] depth;
localparam logic [2*WORD_LENGTH-1:0] THRESHOLD = 32'd4 * (1<<FRAC) * (1<<FRAC);
localparam int HALF_WIDTH = WORD_LENGTH / 2;
logic signed [2*WORD_LENGTH-1:0] pr0, pr1, pr2;
logic signed [2*WORD_LENGTH-1:0] pi0, pi1, pi2;
logic signed [2*WORD_LENGTH-1:0] pc0, pc1, pc2, pc3;
logic signed [HALF_WIDTH-1:0] re_z_lo, re_z_hi;
logic signed [HALF_WIDTH-1:0] im_z_lo, im_z_hi;
always_comb begin
    re_z_lo = re_z[HALF_WIDTH-1:0];
    re_z_hi = re_z[WORD_LENGTH-1:HALF_WIDTH];
    im_z_lo = im_z[HALF_WIDTH-1:0];
    im_z_hi = im_z[WORD_LENGTH-1:HALF_WIDTH];
end
always_ff @(posedge sysclk) begin
    if(reset) begin
        current_state <= IDLE;
        re_z <= 0;
        im_z <= 0;
        depth <= 0;
        done <= 0;
        final_depth <= 0;
    end else begin
        current_state <= next_state;
        if (start && (current_state == DONE_WAIT || current_state == IDLE)) begin
            re_z <= 0;
            im_z <= 0;
            depth <= 0;
        end
        case(current_state)
            IDLE: begin
                done <= 0;
            end
            ITER_1: begin
                pr0 <= re_z_lo * re_z_lo;
                pr1 <= re_z_hi * re_z_lo;
                pr2 <= re_z_hi * re_z_hi;
                pi0 <= im_z_lo * im_z_lo;
                pi1 <= im_z_hi * im_z_lo;
                pi2 <= im_z_hi * im_z_hi;
                pc0 <= re_z_lo * im_z_lo;
                pc1 <= re_z_hi * im_z_lo;
                pc2 <= re_z_lo * im_z_hi;
                pc3 <= re_z_hi * im_z_hi;
            end
            ITER_2: begin
                re_z_2 <= ({{(WORD_LENGTH-2*HALF_WIDTH){pr2[2*HALF_WIDTH-1]}}, pr2} << WORD_LENGTH) + 
                         ({{(HALF_WIDTH){pr1[2*HALF_WIDTH-1]}}, pr1} << (HALF_WIDTH + 1)) + 
                         {{(WORD_LENGTH-2*HALF_WIDTH){pr0[2*HALF_WIDTH-1]}}, pr0};
                im_z_2 <= ({{(WORD_LENGTH-2*HALF_WIDTH){pi2[2*HALF_WIDTH-1]}}, pi2} << WORD_LENGTH) + 
                         ({{(HALF_WIDTH){pi1[2*HALF_WIDTH-1]}}, pi1} << (HALF_WIDTH + 1)) + 
                         {{(WORD_LENGTH-2*HALF_WIDTH){pi0[2*HALF_WIDTH-1]}}, pi0};
                cross_product <= ((({{(WORD_LENGTH-2*HALF_WIDTH){pc3[2*HALF_WIDTH-1]}}, pc3} << WORD_LENGTH) + 
                                  ({{(HALF_WIDTH){pc2[2*HALF_WIDTH-1]}}, pc2} << HALF_WIDTH) + 
                                  ({{(HALF_WIDTH){pc1[2*HALF_WIDTH-1]}}, pc1} << HALF_WIDTH) + 
                                  {{(WORD_LENGTH-2*HALF_WIDTH){pc0[2*HALF_WIDTH-1]}}, pc0}) << 1);
            end
            ITER_3: begin
                re_z  <= (re_z_2   >>> FRAC) - (im_z_2  >>> FRAC) + re_c;
                im_z  <= (cross_product >>> FRAC)   + im_c;
                depth <= depth + 1;
                done <= 0;
            end
            FINISHED: begin
                done <= 1;  
                final_depth <= depth;
            end
            DONE_WAIT: begin
                if (start) begin
                    done <= 0;
                end
            end
            default: begin
                done <= 1'b0;
            end
        endcase
    end
end
always_comb begin
    logic escaped;
    escaped = (re_z_2 + im_z_2) > THRESHOLD;
    next_state = current_state;
    case(current_state)
        IDLE: begin
            if(start) next_state = ITER_1;
        end
        ITER_1: begin
            next_state = ITER_2;
        end
        ITER_2: begin
            next_state = ITER_3;
        end
        ITER_3: begin
            if(escaped || max_iter == depth) next_state = FINISHED;
            else next_state = ITER_1;
        end
        FINISHED: begin
            next_state = DONE_WAIT;  
        end
        DONE_WAIT: begin
            if(start) next_state = ITER_1;  
            else next_state = DONE_WAIT;    
        end
        default: next_state = IDLE;
    endcase
end
endmodule
</file>
<file path="./run.sh">
#!/bin/bash
# OpenROAD 26Q1-2900-gdf79404cd8, Yosys 0.63+post, stock flow scripts
make -C /OpenROAD-flow-scripts/flow DESIGN_CONFIG=/design/flow/config.mk WORK_HOME=/design/flow/orfs finish
</file>
==> results.json <==
{
  "status": "finished, final reports clean",
  "p_leak_nw": 68.1,
  "first_iter_violations": 3276,
  "die.size.y_um": 563,
  "cts_sinks": 544,
  "cts_hold_buffers": 0,
  "crit_path_start": "re_c[1]",
  "slew_violations": 0,
  "num_rows": 205,
  "grt_util_met2": 0.334,
  "cts-resized-gates": 0,
  "vias_per_cell": 4.92,
  "core-area_um2": 312000,
  "syn2layout_area_growth_pct": 6.35,
  "ys_seq_frac": 0.123,
  "ioPinCount": 107,
  "clockRootBuffer": "clkbuf_16",
  "clock_path_buffers": 3,
  "r2r_slack_ns": 28.38,
  "p_switching_uw": 534,
  "reg2reg_from": "re_z[18]",
  "vias": 84700,
  "worst_slack_ns": 25.44,
  "synth_flops": 544,
  "dpl.hpwl_um": 259000,
  "maxCapViolations": 0,
  "grt_usage": 0.231,
  "fin_crit_ns": 11.16,
  "clk_latency_ns": 0.72,
  "drive_gt1_frac": 0.0361,
  "setup_tns_ns": 0,
  "max_freq_mhz": 89.6,
  "setup_viol": 0,
  "drtPass1Iterations": 5,
  "drc_errors": 0,
  "hold_class": "reg2reg",
  "postSynthCellCount": 13200,
  "cp_data_required_time_ns": 37.23,
  "slew_headroom": 0.324,
  "crit_top_cell": "a21oi_1",
  "cts_buffers": 68,
  "cts.clk_slew.worst_paths_ns": 0.06,
  "htree_levels": 3,
  "synth_area_um2": 126000,
  "grt_max_degree": 100,
  "ys_cells": 13200,
  "dp_slack_ns": 24.74,
  "die_w_um": 563,
  "finalCritPeriodShare": 0.305,
  "skew_ns": 0.0324,
  "use_met1": 0.297,
  "path_cells": "clkdlybuf4s50_1 -> inv_1 -> fa_1 -> inv_1 -> fa_1 -> a21o_1 -> a21oi_1 -> o21ai_0 -> nand3_1 -> a31oi_1 -> a221o_1 -> and2_1 -> o41ai_1 -> o31ai_1 -> a21oi_1 -> mux2_2 -> a21oi_1",
  "path_class": "in2reg",
  "grt_overflow": 0,
  "edf_count": 453,
  "yosys-stat-area_um2": 126000,
  "switching_share": 0.308,
  "log.warning_count": 69,
  "first_global_vias": 92600,
  "max_stage_delay_ns": 0.58,
  "antenna_found_initial": 12,
  "p_per_area_nw_per_um2": 13.0,
  "rsz0062_at_grt": "no",
  "worst_pin_slew_ns": 1.01,
  "avgSynthCellArea_um2": 9.55,
  "pwr-share-clk": 0.402,
  "gp_congestion": 0.930,
  "rr_endpoint": "pc1[30]",
  "drt_wl_total_um": 324000,
  "chipArea_um2": 316000,
  "gr-usage-met3": 0.153,
  "finalHoldViolCount": 0,
  "fp_util": 0.403,
  "endpoint_kind": "flip-flop",
  "synth_top_flop_cell": "edfxtp_1",
  "ff2ff_path_depth": 22,
  "start_kind": "input pin",
  "path_max_fanout": 3,
  "post-cts-setup-buffers": 0,
  "io_buffers": 87,
  "cp.arrival_ns": 11.80,
  "ys_warn_count": 1,
  "grt_busiest_layer": "met2",
  "internal_power_mw": 1.20,
  "setup.worst_path.end": "re_z[28]",
  "synth.distinct_cells": 102,
  "cts_tree": "done",
  "power_frac_comb": 0.195,
  "drtAntennaViolNets": 0,
  "slowest_stage": "o41ai_1",
  "sequentialPowerShare": 0.403,
  "synthArstFlopShare": 0,
  "grt_pass1_wl_um": 524000,
  "vdd_ir_drop_max_mv": 0.0311,
  "routedWlPerCell_um": 18.8
}
## worst max-delay path, delay by kind of cell
kind                       cells  cell delay, ns
AOI/OAI and AO/OA              9            2.27
adders and majority gates      2            0.94
buffers and inverters          3            0.60
muxes                          1            0.35
and+or+nand+nor                2            0.31
## cells by family (layout without fill, tap and decap cells)
family	count (synthesis)	after routing	share of synthesized area
flip-flops	544	544	0.123
XOR/XNOR	581	581	0.0405
multiplexers	27	27	0.00229
adder cells (fa/ha/maj)	3767	3767	0.531
other	0	6	0
AND-OR/OR-AND	1373	1373	0.0724
AND/OR/NAND/NOR	3214	3214	0.121
buffers and inverters	3661	3560	0.110
## flip-flops by register name (all words and copies together), names as in the netlist, 6 cells and up
register       flops
current_state      6
pc2               32
pc1               32
pc0               16
pi0               31
re_z_2            63
final_depth       10
im_z_2            63
im_z              32
pi1               32
re_z              32
pr2               31
pr1               32
pc3               27
cross_product     32
pr0               31
depth             10
pi2               31
## area by class of cell
type / count / area (um2)
Fill cell: 30100 / 178000
Antenna cell: 6 / 15.0
Multi-Input combinational cell: 8962 / 96500
Inverter: 3157 / 11900
Tap cell: 4140 / 5180
Clock inverter: 39 / 422
Clock buffer: 85 / 1830
Sequential cell: 544 / 15500
Timing Repair Buffer: 279 / 2370
## layer usage
metal / up-vias / wire length, um
li1: 39900 / -
met1: 41700 / 124000
met2: 2667 / 140000
met3: 394 / 51500
met4: 16 / 8600
met5: - / 130
## synthesized netlist by cell type (all sizes together), types with 13 or more instances
cell | number | area share
o31ai | 29 | 0.0018
and3 | 51 | 0.0025
buf | 55 | 0.0020
and2 | 747 | 0.037
nand4 | 51 | 0.0025
mux2i | 22 | 0.0018
a211oi | 59 | 0.0037
xnor2 | 430 | 0.030
o21bai | 77 | 0.0046
a21oi | 396 | 0.016
o21a | 82 | 0.0049
nand3 | 107 | 0.0043
nand3b | 15 | 0.00090
inv | 3143 | 0.094
edfxtp | 453 | 0.11
nor2 | 666 | 0.020
xor2 | 151 | 0.011
a31oi | 40 | 0.0020
dfxtp | 91 | 0.014
fa | 2613 | 0.42
clkbuf | 449 | 0.013
a22oi | 46 | 0.0027
o2111ai | 14 | 0.00098
o21ai | 221 | 0.0089
nor3 | 110 | 0.0045
or2 | 27 | 0.0013
a21o | 204 | 0.012
ha | 1154 | 0.11
a31o | 32 | 0.0022
nor4 | 15 | 0.00075
or3 | 41 | 0.0020
nand2b | 73 | 0.0036
nor2b | 67 | 0.0034
o211ai | 27 | 0.0017
clkinv | 14 | 0.00042
nor3b | 13 | 0.00078
nand2 | 1211 | 0.036
## power groups by stage
stage / registers, mW / clock network (mW) / logic [mW]
after CTS: 0.698 / 0.721 / 0.339
after global routing: 0.700 / 0.740 / 0.381
final: 0.698 / 0.698 / 0.338
## layout by cell type (no fill, tap or decap), types with 56 or more instances in the layout
| cell type | netlist | layout |
|---|---|---|
| a21oi_1 | 392 | 392 |
| xor2_1 | 151 | 151 |
| buf_4 | 1 | 188 |
| nand3_1 | 107 | 107 |
| o21ai_0 | 210 | 210 |
| edfxtp_1 | 453 | 453 |
| nand2_1 | 1210 | 1210 |
| fa_1 | 2613 | 2613 |
| a21o_1 | 204 | 204 |
| nor2b_1 | 66 | 62 |
| clkdlybuf4s50_1 | 0 | 86 |
| and2_1 | 743 | 743 |
| dfxtp_2 | 0 | 64 |
| nand2b_1 | 73 | 73 |
| nor2_1 | 664 | 664 |
| inv_1 | 3137 | 3135 |
| xnor2_1 | 430 | 430 |
| o21bai_1 | 77 | 77 |
| nor3_1 | 107 | 107 |
| ha_1 | 1154 | 1154 |
| o21a_1 | 82 | 82 |
| a211oi_1 | 56 | 56 |
| clkbuf_16 | 0 | 68 |
## stage by stage
stage          hold WS [ns]   util  total power [mW]  area (um2)  cells
6_report              0.414  0.428              1.73      134000  17200
5_1_grt               0.423  0.428              1.82      134000  17200
4_1_cts               0.418  0.428              1.76      134000  17200
3_5_place_dp          0.405  0.421              1.05      131000  17100
3_3_place_gp          0.402  0.421              1.05      131000  17100
2_1_floorplan         0.400      -             0.936      126000  13200
## worst min path at each step
stage / end / cells past startpoint / slack (ns) / from
final: re_z_2[4] / 0 / 0.41 / pr0[4]
after global routing: re_z_2[4] / 0 / 0.42 / pr0[4]
after CTS: re_z_2[4] / 0 / 0.42 / pr0[4]
Power is estimated from default activity; no workload was simulated.
