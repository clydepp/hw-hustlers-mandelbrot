<file path="flow/design.v">
`timescale 1ns / 1ps
module interface_switch #(parameter SIZE = 20)
    (
    input [2*SIZE-1:0] sel,
    input [SIZE-1:0] boolean_data_i,
    input [SIZE-1:0] boolean_tri_i,
    output [SIZE-1:0] boolean_data_o,
    input [SIZE-1:0] pattern_data_i,
    input [SIZE-1:0] pattern_tri_i,
    input [SIZE-1:0] fsm_data_i,
    input [SIZE-1:0] fsm_tri_i,
    output [SIZE-1:0] fsm_data_o,
    output [SIZE-1:0] switch_data_o,
    output [SIZE-1:0] switch_tri_o,
    input [SIZE-1:0] switch_data_i
    );
    genvar i;
    generate
        for (i=0; i < SIZE; i=i+1)
        begin: mux_data_o
            mux_4_to_1 mux_i(
                .sel(sel[2*i+1:2*i]), 
                .a(boolean_data_i[i]), 
                .b(pattern_data_i[i]), 
                .c(fsm_data_i[i]), 
                .d(1'b1), 		 
                .y(switch_data_o[i]));
        end
    endgenerate
    generate
        for (i=0; i < SIZE; i=i+1)
        begin: mux_tri_o
            mux_4_to_1 mux_i(
                .sel(sel[2*i+1:2*i]), 
                .a(boolean_tri_i[i]), 
                .b(pattern_tri_i[i]), 
                .c(fsm_tri_i[i]), 
                .d(1'b1), 		 
                .y(switch_tri_o[i]));
        end
    endgenerate
    assign boolean_data_o=switch_data_i;
    assign fsm_data_o=switch_data_i;
endmodule
`timescale 1ns / 1ps
module mux_4_to_1(
    input [1:0] sel,
    input a,
    input b,
    input c,
    input d,
    output reg y
    );
    reg data;
    always @(*) begin
        case(sel)
            2'b00 : y <= a;
            2'b01 : y <= b;
            2'b10 : y <= c;
            2'b11 : y <= d;
            default : y <= a;
        endcase
    end
endmodule
</file>
<file path="flow/constraint.sdc">
current_design interface_switch

set clk_period 1.4
set clk_io_pct 0.2

create_clock -name clk0 -period $clk_period

set non_clock_inputs [all_inputs -no_clocks]
set_input_delay [expr $clk_period * $clk_io_pct] -clock clk0 $non_clock_inputs
set_output_delay [expr $clk_period * $clk_io_pct] -clock clk0 [all_outputs]
</file>
<file path="flow/config.mk">
export PLATFORM = sky130hd
export DESIGN_NAME = interface_switch
export DESIGN_NICKNAME = interface_switch
export VERILOG_FILES = /design/flow/design.v
export SDC_FILE = /design/flow/constraint.sdc
export NUM_CORES = 4
export LEC_CHECK = 1
export CORE_AREA = 10 10 113 113
export DIE_AREA = 0 0 123 123
</file>
<file path="flow/run.sh">
#!/bin/bash
# OpenROAD 26Q1-2900-gdf79404cd8, Yosys 0.63+post, stock flow scripts
make -C /OpenROAD-flow-scripts/flow DESIGN_CONFIG=/design/flow/config.mk WORK_HOME=/design/flow/orfs finish
</file>
==> results.env <==
FINAL_PERIOD_MINUS_WORST_SETUP_SLACK_NS=1.38
P_PER_AREA_mW_PER_MM2=260
CRIT_PATH_CELL_TRACE='dlygate4sd2_1, mux2_4, o22a_1, buf_2'
YOSYSCELLCOUNT=180
DRT_DRC_VIOLATIONS_LEFT=0
VIAS=1698
ROUTE.ANTENNA.REMAINING_NETS=0
DIE_WIDTH_MICRONS=123
FINALSETUPVIOLCOUNT=0
STATUS='complete, no violations'
SYNTH-AREA-YOSYS_SQ_MM=0.00158
PLACE_AREA_SQ_MM=0.00315
CPLARGESTDELAYFAMILY='buffers and inverters'
GROUTE.USAGE.OVERALL_PCT=7.60
MAXSLEWVIOLCOUNT=0
YOSYS-TOP-CELLS-AREA='sky130_fd_sc_hd__buf_4 38%, sky130_fd_sc_hd__mux2_1 29%, sky130_fd_sc_hd__o22a_1 22%'
FLOW.AREA_GROWTH_FROM_SYNTHESIS_PCT=83.0
CRITICAL_PATH.MAX_FANOUT=1
DIE_Y_MICRONS=123
SYNTH_WARNINGS=1
WORST-ENDPOINT-REQUIRED_NS=1.12
SYN_INST=180
SEQ_CELL_COUNT=0
WIRE_PER_INST_MICRONS=15.2
DRV.MAX_CAP_VIOLATION_COUNT=0
POSTCTSSETUPREPAIRBUFS=0
LAYOUT.CELLS.MOST_COMMON='sky130_fd_sc_hd__dlygate4sd2_1'
AREA_OF_COMBINATIONAL_CELLS_WITH_MULTIPLE_INPUTS_SQ_MM=0.00113
SYNTH.CELL_AREA_SQ_MM=0.00158
WORSTMARGINPINSLEW_NS=0.159
CTS_HOLD_BUFFERS=0
MAXIMUM_VDD_DROP_uV=90.0
DETAIL_ROUTE.VIAS_PER_CELL=3.89
SYN_AVG_CELL_AREA_SQ_UM=8.76
WORST_SETUP_PATH_END_KIND='output port'
FIRST_GLOBAL_VIAS=1885
STAGE_LOG_WARNINGS=32
IO-PIN-COUNT=260
DIE_AREA_SQ_MM=0.0151
LEAKAGE_nW=1.36
FINAL_LAYOUT_TOP_LOGIC_CELLS='95 x sky130_fd_sc_hd__dlygate4sd2_1, 58 x sky130_fd_sc_hd__buf_2, 40 x sky130_fd_sc_hd__mux2_4, 40 x sky130_fd_sc_hd__o22a_1, 39 x sky130_fd_sc_hd__clkdlybuf4s50_1'
WORSTPATHARRIVAL_NS=1.10
SYNTHDOMINANTCELLAREASHARE_PCT=38.1
WORST_SLEW_MARGIN_REL_PCT=89.4
DRT_ITER0_DRC=20
NETLIST-CELL-TYPE-COUNT=4
DESIGN_AREA_SQ_MM=0.00289
FINALCLOCKPERIODUSAGE_PCT=98.3
PLACE_CONGESTION=0.791
AREA.SEQUENTIAL_SQ_UM=0
FINAL_LAYOUT_SIZE_SUFFIX_GT1_SHARE_PCT=40.0
TIMING.FINAL.HOLD_VIOLATIONS=0
FINAL_CORE_UTILIZATION_PCT=27.9
ROUTE.FINAL.WIRE_LENGTH_MICRONS=6620
CRITICAL-PATH-MAX-STAGE-DELAY_NS=0.25
EFFECTIVE_UTILIZATION_AT_FLOORPLAN_PCT=15.3
PRE_ANTENNA_DRT_ITERS=2
GRT_ANTENNA_BEFORE_REPAIR=0
SYNTH_SEQUENTIAL_AREA_RATIO_PCT=0
LARGEST_AREA_CELL='sky130_fd_sc_hd__buf_4'
DETAILED_PLACE_HPWL_MICRONS=6040
PORT_BUFFERS=200
TIMING.HOLD.WORST.CLASS='primary input to output port'
MAXCLOCKFREQUENCY_GHz=0.727
UNREPAIRED_SETUP_ENDPOINTS_AFTER_GLOBAL_ROUTING='false'
MAXIMUM_NUMBER_OF_PINS_ON_ONE_NET_BEFORE_GLOBAL_ROUTE_REPAIR=4
NUM_ROWS=37
FILLERINSTANCES=1152
CORE_AREA_SQ_MM=0.0103
ANTENNA_CELLS_INSERTED=0
FIRST_PASS_GRT_WIRE_LENGTH_MICRONS=9540
CRITICAL_PATH.SLOWEST_CELL='sky130_fd_sc_hd__mux2_4'
NUMBER_OF_CLOCK_BUFFER_INSTANCES_IN_THE_LAYOUT=0
STARTPOINT_TYPE='primary input'
CRITICAL_PATH_CLASS='primary input to output port'
GRT.OVERFLOW.TOTAL=0
CRITPATHBUFINV=2
## synth_stat cells
library cell	n
sky130_fd_sc_hd__mux2_1	40
sky130_fd_sc_hd__nand2b_2	20
sky130_fd_sc_hd__buf_4	80
sky130_fd_sc_hd__o22a_1	40
## through the flow
step / hold WS (ns) / setup WS (ns) / instances / TNS, ns / power [mW]
detailed placement: 0.560 / -0.648 / 436 / -24.50 / 0.890
global placement: 0.560 / -0.659 / 436 / -24.53 / 0.888
CTS: 0.560 / 0.000776 / 436 / 0 / 0.777
finish: 0.560 / 0.0238 / 436 / 0 / 0.751
floorplan: 0.626 / 0.253 / 180 / 0 / 0.384
global route: 0.560 / 0.000595 / 436 / 0 / 0.818
## layout make-up
cell class         count  share of cell area, %
repair buffers       200                   55.1
multi-input cells    100                   39.0
well taps            136                   5.90
## path summary, 6_finish.rpt
check,cells past startpoint,end,slack (ns),start
setup / recovery,4,switch_tri_o[16],0.02,pattern_tri_i[16]
hold / removal,0,boolean_data_o[11],0.56,switch_data_i[11]
## repair_timing
item,in CTS,in global routing
setup endpoints to repair,40,17
pin swaps,40,5
gates resized,335,14
## report_power, final
part / leakage [nW] / internal (mW) / total (mW) / switching (mW)
Clock: 0 / 0 / 0 / 0
Combinational: 1.36 / 0.552 / 0.751 / 0.199
Sequential: 0 / 0 / 0 / 0
Total: 1.36 / 0.552 / 0.751 / 0.199
## logic make-up after synthesis
kind of cell | synth area share, %
and+or+nand+nor | 11.1
muxes | 28.6
AOI/OAI and AO/OA | 22.2
buffers and inverters | 38.1
## routing by layer
layer  up-vias  part of all wire, %  global-route usage [%]  wire [microns]
met4         0                 0.48                   0.582              32
met1       747                   38                    8.74            2540
met3         9                   12                    3.33             809
met2       112                   49                    13.3            3230
met5         -                    0                       0               0
li1        830                    -                       -               -
Power figures rest on the tool's default switching activity, not on a simulated workload.
