==> design.v <==
module ali_depth_calculator #(
    parameter int FRAC        = 28,
    parameter int WORD_LENGTH = 32
)(
    input  logic                        sysclk,
    input  logic                        start,
    input  logic                        reset,
    input  logic [WORD_LENGTH-1:0]      re_c,
    input  logic [WORD_LENGTH-1:0]      im_c,
    input  logic [7:0]                  max_iter,
    output logic [9:0]                  final_depth,
    output logic                        done
);
    typedef enum logic [2:0] {
        IDLE    = 3'd0,
        ITER_1a = 3'd1,
        ITER_1b = 3'd2,
        ITER_2  = 3'd3,
        ITER_3  = 3'd4,
        FINISHED= 3'd5
    } my_states;
    my_states current_state, next_state;
    logic signed [WORD_LENGTH-1:0] re_z, im_z;
    logic signed [2*WORD_LENGTH-1:0] raw_re2, raw_im2, raw_cross;
    logic signed [2*WORD_LENGTH-1:0] re_z_2, im_z_2, cross_product;
    logic signed [31:0] pr0, pr1, pr2;   
    logic signed [31:0] pi0, pi1, pi2;   
    logic signed [31:0] pc0, pc1, pc2, pc3;  
    logic [9:0]  depth;         
    logic        escaped;       
    localparam logic [2*WORD_LENGTH-1:0] THRESHOLD = (64'd4 <<< FRAC);
    always_ff @(posedge sysclk or posedge reset) begin
        if (reset) begin
            current_state  <= IDLE;
            re_z           <= '0;
            im_z           <= '0;
            raw_re2        <= '0;
            raw_im2        <= '0;
            raw_cross      <= '0;
            re_z_2         <= '0;
            im_z_2         <= '0;
            cross_product  <= '0;
            depth          <= '0;
            done           <= 1'b0;
            final_depth    <= 10'd0;
        end else begin
            current_state <= next_state;
            case (current_state)
                IDLE: begin
                    if (start) begin
                        re_z        <= '0;     
                        im_z        <= '0;
                        depth       <= '0;
                        done        <= 1'b0;
                        re_z_2 <= 0;
                        im_z_2 <= 0;
                    end
                end
                ITER_1a: begin
                    pr0 <= $signed(re_z[15:0])   * $signed(re_z[15:0]);    
                    pr1 <= $signed(re_z[31:16])  * $signed(re_z[15:0]);    
                    pr2 <= $signed(re_z[31:16])  * $signed(re_z[31:16]);   
                    pi0 <= $signed(im_z[15:0])   * $signed(im_z[15:0]);    
                    pi1 <= $signed(im_z[31:16])  * $signed(im_z[15:0]);    
                    pi2 <= $signed(im_z[31:16])  * $signed(im_z[31:16]);   
                    pc0 <= $signed(re_z[15:0])   * $signed(im_z[15:0]);    
                    pc1 <= $signed(re_z[31:16])  * $signed(im_z[15:0]);    
                    pc2 <= $signed(re_z[15:0])   * $signed(im_z[31:16]);   
                    pc3 <= $signed(re_z[31:16])  * $signed(im_z[31:16]);   
                    final_depth <= 0;
                    re_z_2 <= 0;
                    im_z_2 <= 0;
                end
                ITER_1b: begin
                    raw_re2 <= ($signed(pr2) <<< 32)
                               + ($signed(pr1) <<< 17)     
                               + $signed(pr0);
                    raw_im2 <= ($signed(pi2) <<< 32)
                               + ($signed(pi1) <<< 17)
                               + $signed(pi0);
                    raw_cross <= ($signed(pc3) <<< 32)
                                 + ( ($signed(pc1) + $signed(pc2)) <<< 16 )
                                 + $signed(pc0);
                end
                ITER_2: begin
                    re_z_2        <= $signed(raw_re2) >>> FRAC;
                    im_z_2        <= $signed(raw_im2) >>> FRAC;
                    cross_product <= ($signed(raw_cross) <<< 1) >>> FRAC;
                end
                ITER_3: begin
                    re_z  <= $signed(re_z_2 - im_z_2) + $signed(re_c);
                    im_z  <= $signed(cross_product)   + $signed(im_c);
                    depth <= depth + 10'd1;
                end
                FINISHED: begin
                    done        <= 1'b1;
                    final_depth <= depth;   
                end
                default: begin
                    re_z        <= re_z;
                    im_z        <= im_z;
                    depth       <= depth;
                    done        <= 1'b0;
                    final_depth <= final_depth;                    
                end
            endcase
        end
    end
    always_comb begin
        next_state = current_state;
        escaped = ((re_z_2 + im_z_2) > THRESHOLD) || (depth >= max_iter);
        case (current_state)
            IDLE: begin
                if (start)
                    next_state = ITER_1a;
            end
            ITER_1a: next_state = ITER_1b;
            ITER_1b: next_state = ITER_2;
            ITER_2: begin
                    next_state = ITER_3;
            end
            ITER_3: begin
                if(!escaped) next_state = ITER_1a;
                else next_state = FINISHED;
            end
            FINISHED: begin
                next_state = IDLE;
            end
            default: next_state = IDLE;
        endcase
    end
endmodule
==> run.sh <==
#!/bin/bash
# OpenROAD 26Q1-2900-gdf79404cd8, Yosys 0.63+post, stock flow scripts
make -C /OpenROAD-flow-scripts/flow DESIGN_CONFIG=/design/flow/config.mk WORK_HOME=/design/flow/orfs finish
==> config.mk <==
export PLATFORM = sky130hd
export DESIGN_NAME = ali_depth_calculator
export DESIGN_NICKNAME = ali_depth_calculator
export VERILOG_FILES = /design/flow/design.v
export SDC_FILE = /design/flow/constraint.sdc
export NUM_CORES = 4
export LEC_CHECK = 1
export CORE_UTILIZATION = 40
==> constraint.sdc <==
current_design ali_depth_calculator

set clk_period 15.4
set clk_io_pct 0.2

create_clock -name clk0 -period $clk_period [get_ports {sysclk}]

set non_clock_inputs [all_inputs -no_clocks]
set_input_delay [expr $clk_period * $clk_io_pct] -clock clk0 $non_clock_inputs
set_output_delay [expr $clk_period * $clk_io_pct] -clock clk0 [all_outputs]
==> results.sh <==
# source this file to load flow results
export IMPL_crit_fanout=43
export IMPL_vias_per_cell=4.92
export IMPL_post_route_min_period_ns=8.11
export IMPL_fill_cells=29524
export IMPL_warnings=52
export IMPL_cp_slowest_cell="buf_4"
export IMPL_port_buffers=85
export IMPL_r2r_end="pr0[31]"
export IMPL_grt_pass1_wl_mm=534
export IMPL_r2r_start="re_z[8]"
export IMPL_cap_violations=0
export IMPL_crit_type="reg2reg"
export IMPL_grt_use_total_pct=23.8
export IMPL_cts_tree="built"
export IMPL_ctsLongestPathBuffers=3
export IMPL_fmax_ghz=0.123
export IMPL_crit_top_cell="fa_1"
export IMPL_drv_slew=0
export IMPL_routedWlPerCell_um=19.5
export IMPL_yosys_cells=13016
export IMPL_remaining_drc_errors=0
export IMPL_synth_warnings=1
export IMPL_final_util_pct=43.0
export IMPL_place_congestion=0.943
export IMPL_instances_no_fill=17048
export IMPL_cts_setup_buffers=0
export IMPL_postRouteAntennaNets=0
export IMPL_drt_initial_drc_count=3501
export IMPL_critical_path_max_stage_delay_ns=0.56
export IMPL_finalHoldViolCount=0
export IMPL_grt_pass1_vias=91895
export IMPL_area_delta_synth_final_pct=6.83
export IMPL_ff2ff_setup_slack_ns=7.29
export IMPL_dr_pass1_iters=6
export IMPL_fin_crit_sh_pct=52.7
export IMPL_die_size_y_um=559
export IMPL_wl_mm=332
export IMPL_hold_path_class="reg2reg"
export IMPL_tightest_slew_ns=1.03
export IMPL_cts_made_buffers=80
export IMPL_die_size_x_um=559
export IMPL_synth_edff_count=263
export IMPL_rows=204
export IMPL_ys_flops=562
export IMPL_synth_cell_types=88
export IMPL_cp_arrival_ns=8.59
export IMPL_flop_cell="dfrtp_1"
export IMPL_dp_final_hpwl_mm=262
export IMPL_crit_start="re_z[8]"
export IMPL_drive_gt1_share_pct=4.37
export IMPL_die_area_sq_um=312000
export IMPL_synthCells=13016
export IMPL_critPathBufInv=7
export IMPL_start_kind="flip-flop"
export IMPL_overflow=0
export IMPL_ys_seq_share_pct=12.4
export IMPL_fp_util_pct=40.2
export IMPL_path_depth=25
export IMPL_clock_sinks=562
export IMPL_antenna_found_initial=14
export IMPL_avgSynthCellArea_sq_um=9.53
export IMPL_cp_required_ns=15.88
export IMPL_dp_slack_ns=7.36
export IMPL_root_buffer="clkbuf_16"
export IMPL_async_reset_ff_share_pct=53.2
export IMPL_clock_skew_ns=0.0744
export IMPL_h_tree_depth=3
export IMPL_ctsHoldBuffers=0
export IMPL_finalSetupViolCount=0
export IMPL_setup_ws_ns=7.29
export IMPL_endpoint_kind="flip-flop"
export IMPL_path_delay_family="adder cells"
export IMPL_yosys_area_sq_um=124000
export IMPL_synth_area_sq_um=124000
export IMPL_path_clk_slew_ns=0.06
export IMPL_clock_latency_ns=0.77
export IMPL_coreArea_sq_um=309000
export IMPL_cts_resized=0
export IMPL_outcome="completed"
export IMPL_dpl_cell_count=16898
export IMPL_grt_max_degree=54
export IMPL_relSlewSlack_pct=31.1
export IMPL_reg2regPathDepth=25
export IMPL_vias=83944
export IMPL_fin_tns_setup_ns=0
export IMPL_ios=86
export IMPL_rsz0062_at_grt="no"
export IMPL_crit_end="pr0[31]"
cell families after synthesis:
kind of cell / Yosys count / share of synthesized area [%]
adder cells (fa/ha/maj): 3746 / 53.4
flip-flops: 562 / 12.4
buffers and inverters: 3706 / 11.2
AND/OR/NAND/NOR: 3201 / 12.0
multiplexers: 112 / 1.01
AND-OR/OR-AND: 1136 / 6.10
XOR/XNOR: 553 / 3.91
cells in the final DEF (no fill, tap or decap), drive strengths merged, types with 36 or more instances in the layout:
| master | n |
|---|---|
| nor2b | 66 |
| mux2 | 105 |
| nand3 | 158 |
| ha | 1167 |
| nand2b | 65 |
| xor2 | 135 |
| a21oi | 303 |
| and3 | 53 |
| xnor2 | 417 |
| clkbuf | 111 |
| o22ai | 36 |
| edfxtp | 263 |
| o21ai | 191 |
| nor2 | 621 |
| clkdlybuf4s50 | 85 |
| inv | 3190 |
| a21o | 158 |
| buf | 189 |
| nand2 | 1338 |
| dfrtp | 298 |
| o21a | 59 |
| and2 | 661 |
| fa | 2579 |
| o21bai | 66 |
| nor3 | 102 |
| a31oi | 42 |
synth_stat cells, types with 157 or more instances:
master,n,share of area (%)
o21ai_0,185,0.75
and2_1,660,3.3
xnor2_1,417,2.9
nand3_1,158,0.64
fa_1,2579,42
dfrtp_1,298,6.0
inv_1,3183,9.6
ha_1,1167,12
a21o_1,157,0.95
edfxtp_1,263,6.4
a21oi_1,303,1.2
nor2_1,621,1.9
clkbuf_1,472,1.4
nand2_1,1338,4.0
metal layers:
layer	wire (um)	vias to the layer above	GRT usage, %
met5	510	-	0.838
li1	-	39015	-
met4	11300	26	5.89
met1	130000	41611	31.8
met3	44600	501	13.2
met2	145000	2791	34.6
registers in the layout (all words and copies together) (netlist names), 27 cells and up:
signal and cells:
im_z_2 36, raw_im2 36, raw_re2 36, re_z_2 36
cross_product 32, im_z 32, pc1 32, pc2 32
pi1 32, pr1 32, raw_cross 32, re_z 32
pi2 31, pr2 31, pc3 27
area by class of cell:
class | count | area (sq um) | share of cell area [%]
inverter | 3194 | 12000 | 9.05
multi-input combinational | 8748 | 94800 | 71.5
timing repair buffer | 274 | 2270 | 1.71
clock inverter | 38 | 498 | 0.376
antenna | 1 | 2.50 | 0.00189
tap | 4120 | 5150 | 3.89
clock buffer | 111 | 2340 | 1.77
sequential | 562 | 15500 | 11.7
through the flow:
step           hold WS (ns)  cell area [sq um]
6_report              0.461             133000
5_1_grt               0.507             133000
4_1_cts               0.457             133000
3_5_place_dp          0.467             130000
3_3_place_gp          0.460             130000
2_1_floorplan         0.352             124000
worst reg2reg max path, cell delays in order, from the launching register on:
cell and delay, ns:
dfrtp_2 0.49, buf_4 0.56, inv_1 0.53, buf_4 0.31, nor2_1 0.17, fa_1 0.43
inv_1 0.09, fa_1 0.41, fa_1 0.42, fa_1 0.49, inv_1 0.05, fa_1 0.52
inv_1 0.05, fa_1 0.47, inv_1 0.04, ha_1 0.17, or3_1 0.36, a221oi_1 0.20
o21ai_0 0.15, a41oi_1 0.40, a21o_1 0.25, o21ai_0 0.26, a31oi_1 0.35, o21ai_0 0.24
o41ai_1 0.34, xnor2_1 0.11
how the worst min path moves through the flow:
stage | cells past startpoint | from | to | slack [ns]
after CTS | 1 | raw_cross[37] | cross_product[10] | 0.46
after global routing | 1 | raw_cross[37] | cross_product[10] | 0.51
final | 1 | raw_cross[37] | cross_product[10] | 0.46
